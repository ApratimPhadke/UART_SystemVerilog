===== /design/flow/design.v =====
module UART #(
    parameter CLK_FREQ_HZ = 50_000_000,
    parameter BAUD = 115200,
    parameter DBITS = 8,
    parameter STOP_BIT = 1
)(
    input logic clk, rst_n,
    input logic [DBITS-1:0] tx_data,
    input logic tx_start,
    output logic tx_on,
    output logic tx_serial_out,
    input logic rx_serial_in,
    output logic rx_on,
    output logic [DBITS-1:0] rx_data,
    output logic framing_error
);
    localparam integer BAUD_DIV = CLK_FREQ_HZ/BAUD;
    localparam integer CNTW = $clog2(BAUD_DIV);
    logic [CNTW-1:0] baud_cnt;
    logic baud_tick;
    always_ff @(posedge clk or negedge rst_n) begin
        if (!rst_n) begin 
            baud_cnt <= 0;
        end else begin
            if (baud_cnt == BAUD_DIV - 1) baud_cnt <= 0;
            else baud_cnt <= baud_cnt + 1;
        end
    end 
    assign baud_tick = (baud_cnt == BAUD_DIV - 1);
    typedef enum logic [2:0]{
        TX_IDLE,
        TX_START,
        TX_DATA,
        TX_STOP
    } tx_state_t;
    tx_state_t tx_state;
    logic [3:0] tx_bitcnt;
    logic [DBITS-1:0] tx_shift;
    always_ff @(posedge clk or negedge rst_n) begin 
        if(!rst_n) begin
            tx_state <= TX_IDLE;
            tx_serial_out <= 1'b1;
            tx_on <= 0;
        end else begin
            if(baud_tick) begin 
                case(tx_state)
                TX_IDLE: if(tx_start) begin 
                    tx_shift <= tx_data;
                    tx_bitcnt <= 0;
                    tx_on <= 1;
                    tx_serial_out <= 0;
                    tx_state <= TX_START;
                end 
                TX_START: begin
                    tx_serial_out <= 0;   
                    tx_state <= TX_DATA;
                end
                TX_DATA: if (tx_bitcnt < DBITS) begin 
                    tx_serial_out <= tx_shift[0];
                    tx_shift <= tx_shift >> 1;
                    tx_bitcnt <= tx_bitcnt + 1;
                end else begin 
                    tx_serial_out <= 1;
                    tx_state <= TX_STOP;
                end 
                TX_STOP: begin
                    tx_serial_out <= 1;   
                    tx_state <= TX_IDLE;
                    tx_on <= 0;
                end
                endcase
            end
            if(tx_state == TX_IDLE) tx_on <= 0;
        end
    end 
    typedef enum logic [1:0] {
        RX_IDLE,
        RX_START,
        RX_DATA,
        RX_STOP
    } rx_state_t;
    rx_state_t rx_state;
    logic [$clog2(DBITS):0] rx_bitcnt;
    logic [DBITS-1:0] rx_shift;
    logic [2:0] sample_cnt;
    logic sample_mid;
    always_ff @(posedge clk or negedge rst_n) begin 
        if(!rst_n) begin 
            rx_state <= RX_IDLE;
            sample_cnt <= 0;
            framing_error <= 0;
            rx_on <= 0;
        end else begin
            rx_on <= 0;   
            if(baud_tick) begin 
                case(rx_state) 
                RX_IDLE: if(!rx_serial_in) begin 
                    sample_cnt <= 0;
                    rx_state <= RX_START;
                end 
                RX_START: if(sample_cnt == 3) begin 
                    rx_state <= RX_DATA;
                    rx_bitcnt <= 0;
                    sample_cnt <= 0;
                end else sample_cnt <= sample_cnt + 1;
                RX_DATA: if(sample_cnt == 3) begin 
                    rx_shift <= {
                        rx_serial_in,
                        rx_shift[DBITS-1:1]
                    };
                    sample_cnt <= 0;
                    if(rx_bitcnt < DBITS - 1)
                        rx_bitcnt <= rx_bitcnt + 1;
                    else
                        rx_state <= RX_STOP;
                end else sample_cnt <= sample_cnt + 1;
                RX_STOP: if(sample_cnt == 3) begin
                    rx_on <= 1;
                    framing_error <= (rx_serial_in != 1);
                    rx_data <= rx_shift;
                    rx_state <= RX_IDLE;
                end else sample_cnt <= sample_cnt + 1;
                endcase
            end
        end
    end
endmodule

===== /design/flow/run.sh =====
#!/bin/bash
# OpenROAD 26Q1-2900-gdf79404cd8, Yosys 0.63+post, stock flow scripts
make -C /OpenROAD-flow-scripts/flow DESIGN_CONFIG=/design/flow/config.mk WORK_HOME=/design/flow/orfs finish

===== /design/flow/config.mk =====
export PLATFORM = sky130hd
export DESIGN_NAME = UART
export DESIGN_NICKNAME = UART
export VERILOG_FILES = /design/flow/design.v
export SDC_FILE = /design/flow/constraint.sdc
export NUM_CORES = 4
export LEC_CHECK = 1
export CORE_UTILIZATION = 50

===== /design/flow/constraint.sdc =====
current_design UART

set clk_period 3.7
set clk_io_pct 0.2

create_clock -name clk0 -period $clk_period [get_ports {clk}]

set non_clock_inputs [all_inputs -no_clocks]
set_input_delay [expr $clk_period * $clk_io_pct] -clock clk0 $non_clock_inputs
set_output_delay [expr $clk_period * $clk_io_pct] -clock clk0 [all_outputs]

==> datasheet_impl.txt <==
Physical implementation characteristics

Parameter                              Value

Outcome
  Status .................. finished clean

Critical path
  CP max FO .................. 12
  Setup crit end kind .................. register
  Critical path startpoint category .................. register
  Worst r2r path cells .................. 5
  Arrival time worst endpoint .................. between 2 and 2.5 ns
  Reg2reg end .................. tx_shift[0]$_DFFE_PP_
  Reg2reg setup slack .................. roughly 1.3 ns
  Worst path required time .................. approximately 3.7 ns
  Worst Setup Path Type .................. reg -> reg
  Startpoint of the lowest-slack register-to-register path .................. baud_cnt[1]$_DFF_PN0_

Logic synthesis
  Number of register bits inferred by synthesis .................. 55
  Share of flip-flops with an asynchronous set or reset .................. a little over two fifths
  Cell area after synthesis .................. between 0.002 and 0.0025 mm²
  Number of warnings reported in the yosys synthesis log .................. 1
  Yosys cell count .................. between 150 and 200
  Synth unique cells .................. about 44
  Area of the synthesized netlist per yosys stat .................. about 0.0025 mm²
  Post-synthesis cell count .................. roughly 180
  Prevailing post-synth register cell .................. edfxtp_1
  EDFF count, synth .................. 32
  Portion of the post-synthesis area used by sequential elements .................. roughly 62%
  Average size of a mapped cell .................. 13.7 µm²

Route
  DRC violation count after routing .................. 0
  Mean routed wirelength per cell .................. ~14 µm
  Length of the first detailed-routing pass in iterations .................. 4
  First-iteration detailed-routing DRC count .................. between 100 and 150
  Remaining antenna violation count after routing .................. 0
  Wirelength, routed .................. ~3.8 mm
  Number of antenna cells inserted .................. 0
  Total number of vias .................. roughly 1.5k
  Via-per-instance ratio .................. 5.35

Global route
  GRT overflow .................. 0
  Number of global-route vias before repair .................. 1366
  Maximum number of pins on one net before global-route repair .................. 27
  First-pass GRT wire length .................. between 6 and 7 mm
  Global routing usage summed across all routing layers .................. 17.4%
  Initial antenna violation count .................. 0

Die
  FP Rows .................. 25
  Area of the core .................. approximately 0.0048 mm²
  Floorplan core density .................. 52.0%
  Die width .................. a little over 70 µm
  Die Y-Extent .................. between 70 and 80 µm
  Die Outline Area .................. ~0.0052 mm²
  Count of pins on the block boundary .................. 24

STA
  Headroom to the max-slew limit .................. 63.4%
  Min Clock Period, post-route .................. approximately 2.4 ns
  Hold violation count in the final report .................. 0
  Setup_tns .................. 0 ns
  Post-route fraction of the period consumed by the critical path .................. 65.9%
  Worst setup slack after layout .................. ~1.3 ns
  Transition time at the pin with the least slew margin .................. approximately 0.55 ns
  Total setup violations reported at the end of the flow .................. 0
  Final count of pins violating max slew .................. 0
  RSZ-0062 raised after global routing .................. no
  Worst clock skew on the final layout .................. between 0.007 and 0.008 ns
  Highest clock rate .................. between 0.4 and 0.5 GHz

Cells and area
  Number of fill cells .................. 380
  Layout cell share with drive strength beyond 1 .................. between 10 and 15%
  Area delta synth->final .................. 15.8%

Job
  Max-capacitance violation count .................. 0
  Number of OpenROAD warnings .................. 27

Worst hold path
  Hold Path Stages .................. 0
  Hold Path Origin .................. rx_shift[0]$_DFFE_PP_
  Min-delay worst type .................. reg -> reg
  Hold EP .................. rx_data[0]$_DFFE_PP_

Place
  Tally of buffers added on design ports .................. 22
  Final weighted congestion of routability-driven global placement .................. a little over 0.8
  Post-DP HPWL .................. 2.70 mm
  Post-placement setup slack .................. about 1.3 ns

Clock tree
  Clk Latency, worst-skew pair .................. between 0.3 and 0.4 ns
  Clk Tree Root Cell .................. clkbuf_8
  Number of instances resized during post-cts repair .................. 0
  CTS clock-pin slew for the worst setup and hold paths .................. ~0.1 ns
  Longest Clk Path Bufs .................. 2
  CTS tree .................. done
  TritonCTS Sinks .................. around 55
  Number of CTS-inserted buffers .................. 5
  Number of hold-repair buffers added at the cts stage .................. 0
  CTS H-Tree Depth .................. 2
  Number of buffers inserted to repair setup after CTS .................. 0

Power
  PwrDens .................. ~380 mW/mm²
  Worst voltage drop across the vdd grid .................. 0.225 mV
  Cell leakage power .................. 1.15 nW
  Overall Power .................. 1.08 mW
-- layout make-up --
| cell class | instances | area (µm²) | share of cell area [%] |
|---|---|---|---|
| sequential | 55 | 1540 | 53.8 |
| multi-input combinational | 107 | 847 | 29.6 |
| timing repair buffer | 23 | 228 | 7.95 |
| tap | 67 | 83.8 | 2.93 |
| clock buffer | 5 | 68.8 | 2.40 |
| clock inverter | 3 | 50.0 | 1.75 |
| inverter | 12 | 45.0 | 1.57 |
-- routing by layer --
metal	global-route usage (%)	up-vias	part of all wire, %
met4	2.18	0	1.6
met3	3.52	5	3.1
met2	25.1	23	46
li1	-	705	-
met1	31.1	722	49
met5	0	-	0
-- synthesized netlist by cell type, types with 2 or more instances --
master    count  area [µm²]
and4_1        4        35.0
nand2_1       5        18.8
ha_1          7        87.6
nand4_1       4        25.0
nor2b_1       5        31.3
dfrtp_1      20         500
nor3_1        2        10.0
nand3_1       6        30.0
mux2i_1       4        40.0
a21oi_1       3        15.0
nor2_1        8        30.0
inv_1        12        45.0
edfxtp_1     32         961
o21ba_2       2        20.0
mux2_2       10         113
xor2_1        4        35.0
a22o_1        4        35.0
o21ai_0       8        40.0
nand2b_1      2        12.5
dfstp_2       3        78.8
xnor2_1       4        35.0
clkbuf_1      4        15.0
and2_1        7        43.8
-- power by group --
part	internal, mW	switching (mW)	total, mW	leakage [nW]
clock	0.209	0.199	0.408	0.0607
combinational	0.0142	0.00905	0.0232	0.503
sequential	0.645	0	0.645	0.589
total	0.868	0.208	1.08	1.15
-- state kept, by name, summed over array words and instances (netlist names) --
| signal | flops |
|---|---|
| baud_cnt | 9 |
| rx_data | 8 |
| rx_shift | 8 |
| tx_shift | 8 |
| rx_bitcnt | 4 |
| rx_state | 4 |
| tx_bitcnt | 4 |
| tx_state | 4 |
| sample_cnt | 3 |
| framing_error | 1 |
| rx_on | 1 |
| tx_serial_out | 1 |
-- per-stage QoR --
| stage | utilization, % | hold WS (ns) | cell area (µm²) | cells |
|---|---|---|---|---|
| 6_report | 60.2 | 0.435 | 2860 | 272 |
| 4_1_cts | 60.2 | 0.429 | 2860 | 272 |
| 3_5_place_dp | 57.7 | 0.406 | 2740 | 264 |
| 5_1_grt | 60.2 | 0.457 | 2860 | 272 |
| 2_1_floorplan | - | 0.400 | 2470 | 181 |
| 3_3_place_gp | 57.7 | 0.410 | 2740 | 264 |
-- worst max path at each step --
stage | start | end | slack (ns) | cells after the start
after CTS | baud_cnt[1]$_DFF_PN0_ | tx_shift[1]$_DFFE_PP_ | 1.24 | 5
after global routing | baud_cnt[1]$_DFF_PN0_ | tx_shift[0]$_DFFE_PP_ | 1.08 | 5
final | baud_cnt[1]$_DFF_PN0_ | tx_shift[0]$_DFFE_PP_ | 1.26 | 5
-- critical path, cell delays in order, from the launching register on --
cell	delay (ns)
dfrtp_1	0.42
inv_1	0.06
ha_1	0.31
nand4b_2	0.28
nor2_2	0.40
and4b_1	0.61
-- logic make-up (layout without fill, tap and decap cells) --
| family | after synthesis | after routing | synth area share [%] |
|---|---|---|---|
| mux | 15 | 15 | 6.78 |
| flops | 55 | 55 | 62.3 |
| buf+inv | 19 | 43 | 3.39 |
| simple gates | 53 | 53 | 14.2 |
| compound gates | 23 | 23 | 6.73 |
| other cells | 1 | 1 | 0.152 |
| fa+ha+maj | 7 | 7 | 3.54 |
| xor+xnor | 8 | 8 | 2.84 |
-- placed cells by master, fill, tap and decap left out, types with 3 or more instances in the layout --
master and count:
and4_1 4, mux2i_1 4, edfxtp_1 32, nor2_1 8, nand3_1 6, a21oi_1 3, xor2_1 4, nor2b_1 5
o21ai_0 8, a22o_1 4, clkbuf_8 5, nand4_1 4, xnor2_1 4, mux2_2 10, inv_1 12, nand2_1 5
dfstp_2 3, dfrtp_1 20, and2_1 7, ha_1 7, clkdlybuf4s50_1 22
Power figures rest on the tool's default switching activity, not on a simulated workload.
